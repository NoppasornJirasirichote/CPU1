==> /design/flow/config.mk <==
export PLATFORM = sky130hd
export DESIGN_NAME = instructionset
export DESIGN_NICKNAME = instructionset
export VERILOG_FILES = /design/flow/design.v
export SDC_FILE = /design/flow/constraint.sdc
export NUM_CORES = 4
export LEC_CHECK = 1
export CORE_UTILIZATION = 40
==> /design/flow/constraint.sdc <==
current_design instructionset

set clk_period 4.1
set clk_io_pct 0.2

create_clock -name clk0 -period $clk_period [get_ports {Clk}]

set non_clock_inputs [all_inputs -no_clocks]
set_input_delay [expr $clk_period * $clk_io_pct] -clock clk0 $non_clock_inputs
set_output_delay [expr $clk_period * $clk_io_pct] -clock clk0 [all_outputs]
==> /design/flow/design.v <==
`timescale 1ns / 1ps
module ALUmain(
    input [7:0]A,
	 input [7:0]B,
	 input [1:0]select,
	 output reg[7:0]op1);
	 always @(*) begin
	 if(select == 2'b000) begin
		op1 = A + B;
		end
	 else if (select == 2'b001) begin
		op1 = A - B;
		end
	 else if (select == 2'b010) begin
		 op1 = A & B;
		end
	 else if (select == 2'b011) begin
		op1 = A | B;
		end
	end
endmodule
`timescale 1ns / 1ps
module Amux(
    input [7:0]d0,
    input [7:0]d1,
    input A_select,
    output reg[7:0]op
    );
	 always@(d0,d1,A_select)
	 begin
		case(A_select)
		1'b0 : op <= d0;
		1'b1 : op <= d1;
		endcase
	 end
endmodule
`timescale 1ns / 1ps
module Bmux(
    input [7:0]d0,
    input [7:0]d1,
    input B_select,
    output reg[7:0]op
    );
	 always@(d0,d1,B_select)
	 begin
		case(B_select)
		1'b0 : op <= d0;
		1'b1 : op <= d1;
		endcase
	 end
endmodule
`timescale 1ns / 1ps
module instructionset(
    input [7:0] InputA,
	 input [7:0] InputB,
    input Aload,
	 input Bload,
    input Reset,
    input Clk,
	 input ANSload,
	 input A_select,
	 input B_select,
	 input [1:0]select_mode,
    output [3:0] IRCU,
    output [7:0] Output
    );
	 wire [7:0] Amuxw,Bmuxw,outA,outB,ALUout;
	 wire [3:0] IRPC,JSMout,in_out,PCout,romout;
	 wire [7:0] out;
	 Amux muxA(.op(Amuxw),.d0(InputA),.d1(out),.A_select(A_select));
	 Bmux muxB(.op(Bmuxw),.d0(InputB),.d1(out),.B_select(B_select));
	 regAA regA(.op(outA),.ip(Amuxw),.clk(Clk),.clear(Reset),.load(Aload));
	 registerB regB(.op(outB),.ip(Bmuxw),.clk(Clk),.clear(Reset),.load(Bload));
	 ALUmain ALU(.op1(ALUout),.A(outA),.B(outB),.select(select_mode));
	 register_Answer regAns(.op(out),.ip(ALUout),.clk(Clk),.clear(Reset),.load(ANSload));
	 assign Output = out;
endmodule
`timescale 1ns / 1ps
module regAA(
    input [7:0]ip,
    input clk,
    input clear,
    input load,
    output reg [7:0]op
    );
	 always@(posedge clk)
	 begin
		if(clear == 1)
		begin
			op = 8'h0;
		end
		else if(clear == 0)
		begin
			if(load==1)
			begin
				op = ip;
			end
		end
	 end
endmodule
`timescale 1ns / 1ps
module registerB(
    input [7:0]ip,
    input clk,
    input clear,
    input load,
    output reg [7:0]op
    );
	 always@(posedge clk)
	 begin
		if(clear == 1)
		begin
			op = 8'h0;
		end
		else if(clear == 0)
		begin
			if(load==1)
			begin
				op = ip;
			end
		end
	 end
endmodule
`timescale 1ns / 1ps
module register_Answer(
    input [7:0]ip,
    input clk,
    input clear,
    input load,
    output reg [7:0]op
    );
	 always@(posedge clk)
	 begin
		if(clear == 1)
		begin
			op = 8'h0;
		end
		else if(clear == 0)
		begin
			if(load==1)
			begin
				op = ip;
			end
		end
	 end
endmodule
==> /design/flow/run.sh <==
#!/bin/bash
# OpenROAD 26Q1-2900-gdf79404cd8, Yosys 0.63+post, stock flow scripts
make -C /OpenROAD-flow-scripts/flow DESIGN_CONFIG=/design/flow/config.mk WORK_HOME=/design/flow/orfs finish
==> impl_metrics.tcl <==
# implementation run metrics
set metrics [dict create \
    finalCritPeriodShare_pct 69.0 \
    ir_drop_mv 0.153 \
    worstReg2RegEnd "regAns.op[5]" \
    power.density_nw_per_um2 252 \
    die_h_um 74.5 \
    p_int_w 0.000448 \
    crit_required_ns 4.30 \
    cts_resized 0 \
    clockPowerShare_pct 24.8 \
    untimed_endpoints 8 \
    setup_tns_ns 0 \
    total_power_w 0.000637 \
    syn_to_final_growth_pct 20.2 \
    holdPathStages 2 \
    common_cells "mux2i_1 (28), nor2_1 (28), dfxtp_1 (24), ha_1 (24), inv_1 (21)" \
    clk_path_buf_depth 2 \
    unclocked_regs 8 \
    hold_viol 0 \
    antenna_found_initial 0 \
    cp.arrival_ns 3.03 \
    tool_warnings 41 \
    ys.flop_type "dfxtp_1" \
    dieWidth_um 74.5 \
    n_fill_cell 497 \
    drive_gt1_share_pct 4.44 \
    register_area_um2 601 \
    report.final.slew_viol_count 0 \
    ys_cells 242 \
    netlist.area_leader.share_pct 22.8 \
    min_period_ns 2.83 \
    rrSetupSlack_ns 1.47 \
    vias 1638 \
    overflow 0 \
    io_buffers 32 \
    cts_tree "built" \
    min-delay-start "regA.op[0]" \
    routedWlPerCell_um 12.4 \
    r2r_start "regB.op[2]" \
    rows 26 \
    yosysWarnings 10 \
    drt_pass1_iterations 20 \
    crit_path_end_kind "flip-flop" \
    worst_pin_slew_ns 0.601 \
    grtUsageTotal_pct 16.9 \
    top_area_cell "dfxtp_1" \
    syn_area_per_cell_um2 8.69 \
    start_kind "primary input" \
    grt_pass1_wl_mm 7.02 \
    whs_endpoint "regA.op[0]" \
    slew_headroom_pct 59.8 \
    mi_logic_area_um2 1370 \
    swShare_pct 29.7 \
    yosys_area_um2 2100 \
    postCtsSetupRepairBufs 0 \
    drt_iter0_drc 69 \
    fp_util_pct 41.4 \
    report.final.setup_viol 0 \
    status "finished, final reports clean" \
    maxCapViolCount 0 \
    max_freq_mhz 353 \
    hp-class "flip-flop to flip-flop" \
    holdBufCountCts 0 \
    fp.dieArea_um2 5550 \
    cts.htree.levels 1 \
    critPathKind "primary input to flip-flop" \
    p_switching_w 0.000189 \
    drc_errors 0 \
    cts-buffers-inserted 3 \
    holdWs_ns 0.511 \
    synthDistinctLibCells 38 \
    io_pins 37 \
    post_drt_via_cell_ratio 4.82 \
    clkTransAtPathRegs_ns 0.08 \
    antenna-diode-count 0 \
    synth_area_um2 2100 \
    p_leak_nw 1.09 \
    cts_root_buf "clkbuf_8" \
    dp_hpwl_mm 3.31 \
    p_seq_share_pct 43.5 \
    grt_max_degree 33 \
    worstPathMaxFanout 16 \
    comb_power_share_pct 31.7 \
    routabilityCongestion 0.788 \
    reg2reg_depth 10 \
    rsz0062_at_grt "false" \
    critPathLaunch "select_mode[1]" \
    synth_flops 32 \
    core_area_um2 5070 \
    edf_count 0 \
    syn_inst 242 \
    drtAntennaViolNets 0 \
    clock_skew_ns 0.000722 \
    wirelength_mm 4.23 \
    area_leaders "dfxtp_1 (23%), ha_1 (14%), mux2i_1 (13%), a211oi_1 (6.8%), dlxtn_1 (5.7%)" \
    grt_pass1_vias 1422 \
    clock_latency_ns 0.26 \
    synth_async_sr_flop_share_pct 0 \
]
==> cells in the final DEF, fill, tap and decap left out, types with 3 or more instances in the layout <==
cell             count
nor2_1              28
o21ai_0              8
clkdlybuf4s50_1     32
a211oi_1            19
dfxtp_1             24
a21oi_1              3
mux2i_1             28
o211ai_1             5
o21a_1               4
conb_1              12
dlxtn_1              8
nand3_1              3
inv_1               21
mux2_2               3
ha_1                24
o31ai_1              3
nand2_1              9
nor2b_1              6
xnor2_1              3
clkbuf_8             4
==> worst max-delay path by stage <==
stage | end | slack, ns | depth (start not counted)
after CTS | regAns.op[5] | 1.25 | 8
after global routing | regAns.op[7] | 1.08 | 8
final | regAns.op[5] | 1.27 | 8
==> cells by family (layout without fill, tap and decap cells) <==
family / after synthesis / in the layout / synth area share (%)
latches: 8 / 8 / 5.71
AND/OR/NAND/NOR: 54 / 54 / 11.9
other: 1 / 12 / 0.178
AND-OR/OR-AND: 53 / 53 / 18.8
XOR/XNOR: 3 / 3 / 1.25
adder cells (fa/ha/maj): 26 / 26 / 16.2
buffers and inverters: 42 / 59 / 8.21
flip-flops: 24 / 24 / 22.8
multiplexers: 31 / 31 / 14.9
==> per-layer routing <==
metal	GRT usage [%]	up-vias	part of all wire (%)
li1	-	882	-
met5	0	-	0
met4	1.47	0	0
met2	23.7	27	42
met1	30.0	729	56
met3	0.824	0	2.5
==> power groups by stage <==
stage	logic, W	clock network (W)	registers (W)
4_1_cts	0.000203	0.000165	0.000278
5_1_grt	0.000229	0.000178	0.000281
6_report	0.000202	0.000158	0.000277
==> sequential cells by signal (all words and copies together), names as in the netlist <==
name,cells
regAns.op,8
regA.op,8
regB.op,8
ALU.op1,8
==> worst max-delay path, stage by stage <==
cell             delay [ns]
clkdlybuf4s50_1        0.85
inv_1                  0.27
nand3_1                0.13
mux2i_1                0.09
a2111oi_2              0.33
dlxtn_1                0.38
mux2i_1                0.06
nor2_1                 0.09
==> area by class of cell <==
class	instances	area share, %
Sequential cell	32	23.8
Multi-Input combinational cell	179	54.2
Clock buffer	4	2.18
Timing Repair Buffer	34	13.3
Tap cell	70	3.46
Inverter	21	3.12
==> per-stage QoR <==
| step | setup slack (ns) | utilization, % | instances | cell area (µm²) |
|---|---|---|---|---|
| 6_report | 1.27 | 49.8 | 340 | 2530 |
| 3_5_place_dp | 0.968 | 48.7 | 336 | 2470 |
| 3_3_place_gp | 0.980 | 48.7 | 336 | 2470 |
| 2_1_floorplan | 1.79 | - | 253 | 2140 |
| 4_1_cts | 1.25 | 49.8 | 340 | 2530 |
| 5_1_grt | 1.08 | 49.8 | 340 | 2530 |
Power figures rest on the tool's default switching activity, not on a simulated workload.

`/design/flow/design.v`:
```
`timescale 1ns / 1ps 
module ROM(
    input [3:0]Address,
    input clk,
    output reg [7:0]Output
    );
	 reg [7:0] rom [15:0];
	 always@(posedge clk)
	 begin
		rom[0] <= 8'b01100000;
		rom[1] <= 8'b10000000;
		rom[2] <= 8'b10100000;
		rom[3] <= 8'b11000001;
		rom[4] <= 8'b11111111;
		rom[5] <= 8'b00000000;
		Output = rom[Address];
	 end
endmodule
```
`/design/flow/constraint.sdc`:
```
current_design ROM

set clk_period 1.5
set clk_io_pct 0.2

create_clock -name clk0 -period $clk_period [get_ports {clk}]

set non_clock_inputs [all_inputs -no_clocks]
set_input_delay [expr $clk_period * $clk_io_pct] -clock clk0 $non_clock_inputs
set_output_delay [expr $clk_period * $clk_io_pct] -clock clk0 [all_outputs]
```
`/design/flow/config.mk`:
```
export PLATFORM = sky130hd
export DESIGN_NAME = ROM
export DESIGN_NICKNAME = ROM
export VERILOG_FILES = /design/flow/design.v
export SDC_FILE = /design/flow/constraint.sdc
export NUM_CORES = 4
export LEC_CHECK = 1
export CORE_AREA = 10 10 70 70
export DIE_AREA = 0 0 80 80
```
`/design/flow/run.sh`:
```
#!/bin/bash
# OpenROAD 26Q1-2900-gdf79404cd8, Yosys 0.63+post, stock flow scripts
make -C /OpenROAD-flow-scripts/flow DESIGN_CONFIG=/design/flow/config.mk WORK_HOME=/design/flow/orfs finish
```
==> results_dict.tcl <==
# implementation run metrics
set metrics [dict create \
    drc 0 \
    required_ps 1200 \
    largest_reg_flops 5 \
    total_power_uw 342 \
    p_comb_share_pct 14.4 \
    tns_ps 0 \
    synthDistinctLibCells 10 \
    ys_seq_share_pct 51.0 \
    place_ws_ps 60.2 \
    warnings 25 \
    first_pass_iters 4 \
    final_util_pct 11.7 \
    cts_root_buf "clkbuf_4" \
    ys_cells 19 \
    vias 204 \
    antenna_cells 0 \
    max_freq_ghz 0.726 \
    hold_class "primary input to flip-flop" \
    worst_path_max_delay_cell "clkdlybuf4s50_1" \
    synthesis.instances 19 \
    path_cells "clkdlybuf4s50_1" \
    final-max-slew-violation-count 0 \
    grt_antenna_before_repair 0 \
    grt_max_degree 7 \
    maxCapViolCount 0 \
    finalCriticalPeriod_ps 1380 \
    min_path_cells 2 \
    dr.first_iter.drc_count 20 \
    min_period_over_period_pct 91.9 \
    num_rows 21 \
    crit_type "flip-flop to output port" \
    leakage_uw 0.000134 \
    lay_top_cells "12 x clkdlybuf4s50_1, 5 x dfxtp_1, 3 x clkbuf_4, 3 x buf_4" \
    grt_pass1_vias 174 \
    cts_setup_buffers 0 \
    yosys_area_um2 196 \
    setup_viol 0 \
    layoutNonFillerInstCount 81 \
    power_density_nw_per_um2 854 \
    ioPinCount 13 \
    clockPowerShare_pct 44.0 \
    place_hpwl_um 475 \
    netlist_area_um2 196 \
    place_congestion 0.739 \
    coreArea_um2 3420 \
    avgSynthCellArea_um2 10.3 \
    hold_viol 0 \
    grt_usage_pct 1.65 \
    cts_tree "yes" \
    fp.dieW_um 80 \
    relSlewSlack_pct 84.1 \
    numSynthFlops 5 \
    dp_cells 77 \
    cp_num_buf_inv 1 \
    cts_resized 0 \
    intPower_uw 275 \
    synthToLayoutAreaGrowth_pct 104 \
    grt_first_pass_wirelength_um 841 \
    vdd_ir_drop_max_mv 0.126 \
    postCtsHoldBufs 0 \
    synth-warning-count 82 \
    drt_wl_total_um 555 \
    path_max_fanout 4 \
    path_clk_slew_ps 40 \
    htree_levels 1 \
    layout_setup_ws_ps 122 \
    cts_sinks 5 \
    seq_power_share_pct 41.7 \
    startpoint_type "flip-flop" \
    cts_buffer_depth 2 \
    die_h_um 80 \
    crit_cells 1 \
    cts_inserted_buffers 3 \
    layout_top_cell "clkdlybuf4s50_1" \
    gr-total-overflow 0 \
    sw_frac_of_total_pct 19.5 \
    end_kind "output port" \
    tightestPinTransition_ps 235 \
    ant_nets 0 \
    vias_per_cell 2.52 \
    die-area_um2 6400 \
    crit_path_max_incr_delay_ps 480 \
    initial_core_util_pct 5.75 \
    cp_top_family "buffers and inverters" \
    rsz0062_at_grt "no" \
    power_switching_uw 66.8 \
    drive_above_1_share_pct 17.1 \
    wire_per_inst_um 6.85 \
    outcome "completed" \
    cp_data_arrival_time_ps 1080 \
    port_buffers 12 \
]
[through the flow]
stage,hold slack [ps],instance area (um2)
6_report,755,400
5_1_grt,766,400
4_1_cts,737,400
3_5_place_dp,973,374
3_3_place_gp,970,374
2_1_floorplan,369,196
[layout make-up]
type	count	area [um2]
timing repair buffer	15	143
tap	46	57.6
fill	398	3020
multi-input combinational	11	73.8
sequential	5	100
clock buffer	4	26.3
[routing by layer]
layer,up-vias,track usage [%],share of wire [%]
met1,80,1.87,38
li1,99,-,-
met3,2,2.39,38
met4,0,0.704,3.1
met5,-,0,0
met2,23,1.44,20
[synth_stat cells]
cell type	n	area, um2
o21bai_1	1	7.51
nor4b_1	2	17.5
a21oi_1	2	10.0
nor3b_1	1	7.51
or3b_1	1	8.76
nor2_1	1	3.75
buf_4	3	22.5
nand3b_1	2	15.0
nand2_1	1	3.75
dfxtp_1	5	100
[path summary, 6_finish.rpt]
check | from | to | slack [ps]
hold / removal | Address[3] | Output[3]$_DFF_P_ | 750
setup / recovery | Output[3]$_DFF_P_ | Output[1] | 120
[cell families after synthesis]
kind of cell	Yosys count	synth area share (%)
AOI/OAI and AO/OA	3	8.92
buffers and inverters	3	11.5
DFF	5	51.0
and+or+nand+nor	8	28.7
[power by group through the flow]
stage                 sequential, uW  clock, uW  combinational [uW]
final                            142        150                49.1
after global routing             143        164                53.4
after CTS                        142        158                49.4

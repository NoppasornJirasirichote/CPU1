File: design/flow/config.mk
export PLATFORM = sky130hd
export DESIGN_NAME = datapath
export DESIGN_NICKNAME = datapath
export VERILOG_FILES = /design/flow/design.v
export SDC_FILE = /design/flow/constraint.sdc
export NUM_CORES = 4
export LEC_CHECK = 1
export CORE_UTILIZATION = 50
File: design/flow/constraint.sdc
current_design datapath

set clk_period 3.7
set clk_io_pct 0.2

create_clock -name clk0 -period $clk_period [get_ports {Clk}]

set non_clock_inputs [all_inputs -no_clocks]
set_input_delay [expr $clk_period * $clk_io_pct] -clock clk0 $non_clock_inputs
set_output_delay [expr $clk_period * $clk_io_pct] -clock clk0 [all_outputs]
File: design/flow/design.v
`timescale 1ns / 1ps
module ALUmain(
    input [7:0]A,
	 input [7:0]B,
	 input [1:0]select,
	 output reg[7:0]op1);
	 always @(*) begin
	 if(select == 2'b000) begin
		op1 = A + B;
		end
	 else if (select == 2'b001) begin
		op1 = A - B;
		end
	 else if (select == 2'b010) begin
		 op1 = A & B;
		end
	 else if (select == 2'b011) begin
		op1 = A | B;
		end
	end
endmodule
`timescale 1ns / 1ps
module Amux(
    input [7:0]d0,
    input [7:0]d1,
    input A_select,
    output reg[7:0]op
    );
	 always@(d0,d1,A_select)
	 begin
		case(A_select)
		1'b0 : op <= d0;
		1'b1 : op <= d1;
		endcase
	 end
endmodule
`timescale 1ns / 1ps
module Bmux(
    input [7:0]d0,
    input [7:0]d1,
    input B_select,
    output reg[7:0]op
    );
	 always@(d0,d1,B_select)
	 begin
		case(B_select)
		1'b0 : op <= d0;
		1'b1 : op <= d1;
		endcase
	 end
endmodule
`timescale 1ns / 1ps
module PCcpu(
    input [3:0]Input,
	 input clk,
    input clear,
    input load,
	 output reg [3:0]Output
    );
	 reg [3:0] pcadd;
	 always@(posedge clk)
	 begin
		if(clear==1)
		begin
			pcadd = 4'b0000;
		end
		else
		begin
			if(load==1)
			begin
				pcadd = Input;
			end
		end
		Output = pcadd;
	 end
endmodule
`timescale 1ns / 1ps
module datapath(
    input [7:0] InputA,
	 input [7:0] InputB,
	 input A_select,
	 input B_select,
    input Aload,
	 input Bload,
	 input [3:0] mode,
	 input Reset,
    input Clk,
    input IRload,
    input PCload,
	 input ANSload,
    input [1:0]JSM,
	 input [1:0]select_mode,
    output [3:0] IRCU,
    output [7:0] Output
    );
	 wire [7:0] Amuxw,Bmuxw,outA,outB,ALUout,romout;
	 wire [3:0] IRPC,JSMout,in_out,PCout;
	 wire [7:0] out;
	 Amux muxA(.op(Amuxw),.d0(InputA),.d1(out),.A_select(A_select));
	 Bmux muxB(.op(Bmuxw),.d0(InputB),.d1(out),.B_select(B_select));
	 regAA regA(.op(outA),.ip(Amuxw),.clk(Clk),.clear(Reset),.load(Aload));
	 registerB regB(.op(outB),.ip(Bmuxw),.clk(Clk),.clear(Reset),.load(Bload));
	 ALUmain ALU(.A(outA),.B(outB),.select(select_mode),.op1(ALUout));
	 register_Answer regAns(.op(out),.ip(ALUout),.clk(Clk),.clear(Reset),.load(ANSload));
	 romcpu rom(.Output(romout),.Address(PCout),.clk(Clk));
	 ircpu ir(.Input(romout),.IRcu(IRCU),.IRpc(IRPC),.load(IRload),.clear(Reset),.clk(Clk));
	 mux3 muxJSM(.op(JSMout),.d0(in_out),.d1(IRPC),.d2(mode),.sel(JSM));
	 PCcpu pc(.Output(PCout),.Input(JSMout),.clk(Clk),.clear(Reset),.load(PCload));
	 incre in(.op(in_out),.ip(PCout));
	 assign Output = out;
endmodule
`timescale 1ns / 1ps
module incre(
   input [3:0]ip,
    output [3:0]op
    );
	 assign op = ip + 1; 
endmodule
`timescale 1ns / 1ps
module ircpu(
    input [7:0]Input,
    output reg[3:0]IRcu,
    output reg[3:0]IRpc,
    input load,
    input clear,
	 input clk
    );
	 reg [7:0] IRout;
	 always@(posedge clk)
     begin
        if(clear==1)
        begin
         IRout = 8'b0;
        end
        else if(clear==0)
        begin
            if(load==1)begin
					 IRout = Input;
				end
        end
		  IRpc = IRout[3:0];
		  IRcu = IRout[7:4];
     end
endmodule
`timescale 1ns / 1ps
module mux3(
    input wire[3:0]d0,
    input wire[3:0]d1,
	 input wire[1:0]d2,
    input wire [1:0]sel,
    output reg [3:0] op
    );
	 always@(d0,d1,d2,sel)
	 begin
		case(sel)
		2'b00 : op <= d0;
		2'b01 : op <= d1;
		2'b10 : op <= d2;
		endcase
	 end
endmodule
`timescale 1ns / 1ps
module regAA(
    input [7:0]ip,
    input clk,
    input clear,
    input load,
    output reg [7:0]op
    );
	 always@(posedge clk)
	 begin
		if(clear == 1)
		begin
			op = 8'h0;
		end
		else if(clear == 0)
		begin
			if(load==1)
			begin
				op = ip;
			end
		end
	 end
endmodule
`timescale 1ns / 1ps
module registerB(
    input [7:0]ip,
    input clk,
    input clear,
    input load,
    output reg [7:0]op
    );
	 always@(posedge clk)
	 begin
		if(clear == 1)
		begin
			op = 8'h0;
		end
		else if(clear == 0)
		begin
			if(load==1)
			begin
				op = ip;
			end
		end
	 end
endmodule
`timescale 1ns / 1ps
module register_Answer(
    input [7:0]ip,
    input clk,
    input clear,
    input load,
    output reg [7:0]op
    );
	 always@(posedge clk)
	 begin
		if(clear == 1)
		begin
			op = 8'h0;
		end
		else if(clear == 0)
		begin
			if(load==1)
			begin
				op = ip;
			end
		end
	 end
endmodule
`timescale 1ns / 1ps
module romcpu(
    input [3:0]Address,
    input clk,
    output reg [7:0]Output
    );
	 reg [7:0] rom [15:0];
	 always@(posedge clk)
	 begin
		rom[0] <= 8'b00110000;
		rom[1] <= 8'b01000000;
		rom[2] <= 8'b01010000;
		rom[3] <= 8'b01101011;
		rom[4] <= 8'b01111011;
		rom[5] <= 8'b10001011;
		rom[6] <= 8'b10011011;
		rom[7] <= 8'b10101011;
		rom[8] <= 8'b10111011;
		rom[9] <= 8'b11001011;
		rom[10] <= 8'b11011011;
		rom[11] <= 8'b11100000;
		rom[12] <= 8'b11111111;
		Output = rom[Address];
	 end
endmodule
File: design/flow/run.sh
#!/bin/bash
# OpenROAD 26Q1-2900-gdf79404cd8, Yosys 0.63+post, stock flow scripts
make -C /OpenROAD-flow-scripts/flow DESIGN_CONFIG=/design/flow/config.mk WORK_HOME=/design/flow/orfs finish
==> impl_metrics.yaml <==
# synthesis and place-and-route metrics
yosys:
  mux_area_frac: 0.1351
  yosys-top-cells-count: "nor2_1 (44), dfxtp_1 (40), mux2i_1 (35)"
  xor_area_frac: 0.01540
  syn-instance-count: 324
  synth_area_per_cell_um2: 8.778
  synthArstFlopShare: 0
  synth-simple-area-share: 0.1210
  ys_chip_area_um2: 2844
  synth_top_area_share: 0.2816
  fa_ha_area_frac: 0.1540
  top_cells_by_area: "dfxtp_1 (28%), ha_1 (14%), mux2i_1 (12%)"
  flop_cell: "dfxtp_1"
  synth-edff-count: 0
  compound_area_frac: 0.1531
  synth.cell_area_um2: 2844
  yosys.area.top_type: "dfxtp_1"
  yosysWarnings: 36
  numSynthFlops: 52
  logic_family: "adder cells"
  ys_cells: 324
  synth_top_cell_by_count: "nor2_1"
  synth_cell_types: 46
sta:
  final.min_clock_period_ps: 2911
  setup_ws_ps: 789.4
  final_max_slew_viol_count: 0
  rsz0062_at_grt: "false"
  timing.fmax_ghz: 0.3436
  fin_skew_ps: 4.187
  untimed_endpoints: 12
  finalSetupViolCount: 0
  setup_tns_ps: 0
  tightestPinTransition_ps: 615.7
  unclocked_pins: 12
  finalCritPeriodShare: 0.7866
  relSlewSlack: 0.5883
  finalHoldViolations: 0
worst_hold_path:
  hp-class: "reg2reg"
clock_network:
  hold_buffers: 0
  cts_buffers: 5
  cts_tree: "yes"
  cts_resized: 0
  clk_pin_slew_ps: 80
  htreeDepth: 2
  clk_path_buf_depth: 2
  clock_latency_ps: 290
  cts_root_buf: "clkbuf_8"
  post-cts-setup-buffer-count: 0
floorplan:
  die_area_um2: 5994
  dieWidth_um: 77.42
  pin_count: 45
  core-area_um2: 5507
  fp_util: 0.5165
  die_h_um: 77.42
  rows: 27
finish:
  fillers: 514
  drive_gt1_frac: 0.04683
  layout.area.comb_um2: 1675
  syn_to_final_growth_pct: 19.93
  register_area_um2: 980.9
detailed_routing:
  dr.pass1.iters: 4
  viasPerCell: 5.016
  drc: 0
  insertedDiodeCount: 0
  vias: 2182
  avgRoutedWirePerCell_um: 13.03
  wl_mm: 5.668
  first_iter_violations: 68
  postRouteAntennaNets: 0
setup_path:
  cp-end-kind: "register"
  cp_max_fo: 17
  crit_type: "in2reg"
  cp-start-kind: "primary input"
  cp.required_ps: 3940
  arrival_ps: 3150
grt:
  grt_pass1_vias: 2003
  grt_use_total: 0.2011
  overflow: 0
  antenna_found_initial: 0
  grt_max_degree: 35
  grt_pass1_wl_mm: 9.397
placement:
  port_buffers: 42
  dp_hpwl_mm: 4.276
  gp_congestion: 0.8409
  place_ws_ps: 498.4
pwr:
  pwr_density_cell_nw_per_um2: 325.4
  peakVddDrop_mv: 0.2367
  p_leak_nw: 1.498
  total_power_mw: 1.110
status:
  status: "finished, final reports clean"
job:
  max-cap-violations: 0
  warnings: 49
## layout make-up
| type | count | area share |
|---|---|---|
| multi-input cells | 229 | 0.4912 |
| flip-flops and latches | 52 | 0.2876 |
| repair buffers | 44 | 0.1277 |
| inverters | 30 | 0.03302 |
| well taps | 72 | 0.02641 |
| clock buffers | 5 | 0.02018 |
| clock inverters | 3 | 0.01394 |
## where the power goes
| part | total, mW | switching (mW) | internal (mW) |
|---|---|---|---|
| Sequential | 0.494 | 0.0232 | 0.471 |
| Combinational | 0.250 | 0.124 | 0.126 |
| Clock | 0.365 | 0.162 | 0.203 |
| Total | 1.11 | 0.309 | 0.800 |
## metrics by stage
stage | std cells | utilization | area [um2] | hold slack [ps]
2_1_floorplan | 331 | - | 2870 | 436.5
3_3_place_gp | 427 | 0.5983 | 3294 | 456.3
3_5_place_dp | 427 | 0.5983 | 3294 | 459.3
4_1_cts | 435 | 0.6194 | 3411 | 480.6
5_1_grt | 435 | 0.6194 | 3411 | 511.5
6_report | 435 | 0.6194 | 3411 | 472.8
## registers in the layout, summed over array words and instances, names as in the netlist
register / count
regA.op: 8
rom.Output: 6
ALU.op1: 8
pc.Output: 4
regB.op: 8
muxJSM.op: 4
regAns.op: 8
ir.IRout: 5
ir.IRcu: 1
## routing by layer
metal / track usage / up-vias / wire length (um)
li1: - / 1174 / -
met1: 0.3003 / 979 / 2880
met2: 0.3186 / 27 / 2484
met3: 0.04421 / 2 / 275
met4: 0.01509 / 0 / 28
met5: 0 / - / 0
## cells by family (layout without fill, tap and decap cells)
logic type               after synthesis  after routing
AND/OR/NAND/NOR                       78             78
AND-OR/OR-AND                         66             66
buffers and inverters                 50             82
flip-flops                            40             40
multiplexers                          38             38
adder cells (fa/ha/maj)               34             34
latches                               12             12
XOR/XNOR                               5              5
other                                  1              8
## worst paths after layout
kind                            startpoint                   endpoint  slack (ps)  cells after the start
setup reg to reg   regA.op[4]$_SDFFE_PP0P_  regAns.op[7]$_SDFFE_PP0P_         890                     10
hold reg to reg   rom.Output[5]$_SDFF_PN1_   ir.IRout[5]$_SDFFE_PP0P_         470                      2
setup / recovery            select_mode[1]  regAns.op[5]$_SDFFE_PP0P_         790                      9
hold / removal    rom.Output[5]$_SDFF_PN1_   ir.IRout[5]$_SDFFE_PP0P_         470                      2
## cell usage in the layout (no fill, tap or decap), types with 2 or more instances in the layout
| cell | synthesis | layout |
|---|---|---|
| nor2_1 | 44 | 44 |
| clkdlybuf4s50_1 | 0 | 42 |
| dfxtp_1 | 40 | 40 |
| mux2i_1 | 35 | 35 |
| ha_1 | 31 | 31 |
| inv_1 | 28 | 28 |
| a211oi_1 | 17 | 17 |
| o21ai_0 | 15 | 15 |
| nand2_1 | 14 | 14 |
| a21oi_1 | 14 | 14 |
| dlxtn_1 | 12 | 12 |
| conb_1 | 1 | 8 |
| clkbuf_8 | 2 | 5 |
| nand3_1 | 4 | 4 |
| o211ai_1 | 4 | 4 |
| nor2b_1 | 3 | 3 |
| xnor2_1 | 3 | 3 |
| mux2_2 | 3 | 3 |
| or3_1 | 3 | 3 |
| a22oi_1 | 2 | 2 |
| xor2_1 | 2 | 2 |
| nor3_1 | 2 | 2 |
| nand2b_1 | 2 | 2 |
| inv_2 | 2 | 2 |
| o31ai_1 | 2 | 2 |
| and3_1 | 2 | 2 |
| fa_1 | 2 | 2 |
| clkinv_4 | 0 | 2 |
| buf_4 | 0 | 2 |
## critical path, stage by stage
cell and delay (ps):
clkdlybuf4s50_1 730, nor2b_1 280, o22ai_1 240, inv_1 70, a221o_1 310, a21oi_1 240, dlxtn_1 370, mux2i_1 60
nor2_1 100
Power figures rest on the tool's default switching activity, not on a simulated workload.
